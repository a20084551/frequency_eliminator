==> flow/design.v <==
module div5(
           input rst,
           input clk,
           output reg [31:0] clk_cnt,
           output reg [31:0] clk_div5_cnt
       );
parameter div5 = 5;
parameter div2 = 2;  
reg [2:0] cnt_div5;
reg clk_div5;
always@(posedge clk , posedge rst)
begin
    if(rst)
    begin
        cnt_div5 <= 3'd0;
    end
    else
    begin
        if(cnt_div5 == div5-1)
        begin
            cnt_div5 <= 3'd0;
        end
        else
        begin
            cnt_div5 <= cnt_div5 + 3'd1;
        end
    end
end
always@(posedge clk , posedge rst)
begin
    if(rst)
    begin
        clk_div5 <= 1'd0;
    end
    else
    begin
        if((cnt_div5 == div2-1) | (cnt_div5 == div5-1))
        begin
            clk_div5 <= !clk_div5;
        end
        else
        begin
            clk_div5 <= clk_div5;
        end
    end
end
always@(posedge clk,posedge rst)
begin
    if(rst)
    begin
        clk_cnt <= 32'd0;
    end
    else
    begin
        clk_cnt <= clk_cnt + 32'd1;
    end
end
always@(posedge clk_div5,posedge rst)
begin
    if(rst)
    begin
        clk_div5_cnt <= 32'd0;
    end
    else
    begin
        clk_div5_cnt <= clk_div5_cnt + 32'd1;
    end
end
endmodule
==> flow/run.sh <==
#!/bin/bash
# OpenROAD 26Q1-2900-gdf79404cd8, Yosys 0.63+post, stock flow scripts
make -C /OpenROAD-flow-scripts/flow DESIGN_CONFIG=/design/flow/config.mk WORK_HOME=/design/flow/orfs finish
==> flow/config.mk <==
export PLATFORM = sky130hd
export DESIGN_NAME = div5
export DESIGN_NICKNAME = div5
export VERILOG_FILES = /design/flow/design.v
export SDC_FILE = /design/flow/constraint.sdc
export NUM_CORES = 4
export LEC_CHECK = 1
export CORE_UTILIZATION = 40
==> flow/constraint.sdc <==
current_design div5

set clk_period 4.4
set clk_io_pct 0.2

create_clock -name clk0 -period $clk_period [get_ports {clk}]

set non_clock_inputs [all_inputs -no_clocks]
set_input_delay [expr $clk_period * $clk_io_pct] -clock clk0 $non_clock_inputs
set_output_delay [expr $clk_period * $clk_io_pct] -clock clk0 [all_outputs]
==> results.cfg <==
; yosys + openroad results
[critical_path]
reg2reg_from = clk_cnt[0]
cp_slowest_cell = sky130_fd_sc_hd__clkdlybuf4s50_1
r2r.worst_path.cells = 5
maximum_net_fanout_on_the_critical_path = 8
regToRegSetupSlack_ps = 2390
data_required_time_of_the_critical_path_ps = 3520
timing.setup.critical_path_class = reg -> out
critPathArrivalTime_ps = 1270
critical-path-top-delay-family = buffers and inverters
setup.worst_path.start = clk_cnt[7]
worst_r2r_endpoint = clk_cnt[12]
cp-start-kind = register
critical_path_cell_count = 1
cp-endpoint = clk_cnt[7]
crit_path_end_kind = primary output
cp_cell_sequence = clkdlybuf4s50_1
cp_num_buf_inv = 1
max_stage_delay_ps = 520

[cells_and_area]
layout_top_cell_excl_fill_tap = sky130_fd_sc_hd__dfrtp_1
layout_top_cells = sky130_fd_sc_hd__dfrtp_1, sky130_fd_sc_hd__clkdlybuf4s50_1, sky130_fd_sc_hd__xnor2_1
layout-drive-gt1-share = 0.05952
area_growth_syn_to_layout_pct = 26.90

[final_timing]
finalMaxSlewViolations = 0
untimed_endpoints = 64
finalWorstSetupSlack_ps = 2249
maxClockFrequency_mhz = 464.9
max-slew-margin-rel = 0.4012
rsz0062_at_grt = no
setup_viol = 0
register_pins_left_without_a_clock = 32
final.min_clock_period_ps = 2151
clock-skew-final_ps = 10.64
worst_hold_slack_ps = 473.3
number_of_hold_violations_in_the_final_report = 0
actual_slew_at_the_worst_max_slew_pin_ps = 894.8
timing.setup.tns_ps = 0
layout_worst_path_cycle_share = 0.4889

[route]
antenna-diode-count = 0
drt_iter0_drc = 86
route.antenna.remaining_nets = 0
detailedRoute.firstPassIterationCount = 5
totalWireLength_um = 5731
vias_per_cell = 4.926
dr_total_vias = 2143
remaining_drc_errors = 0
routedWlPerCell_um = 13.17

[placed_design]
post-place-ws_ps = 2109
dpl.hpwl_um = 4042
port_buffers = 65
place.gp.congestion = 0.8158

[outcome]
outcome = finished clean

[synth]
synth-area-yosys_um2 = 3093
ys_seq_share = 0.5502
synth.yosys.num_cells = 267
ys_types = 29
postSynthAreaPerCell_um2 = 11.58
synthesis.area_um2 = 3093
synth_warnings = 1
synth_flop_count = 68
synth_instances = 267

[floorplanning]
die_area_um2 = 8088
die_height_um = 89.94
fp-utilization = 0.4197
rows = 31
die_width_um = 89.94
standard_cell_core_area_um2 = 7370
top_level_ports = 66

[grt]
grt_pass1_wl_um = 9991
grt.total_usage = 0.1533
grt_start_max_net_pins = 46
grt_antenna_before_repair = 0
global_route.overflow_total = 0
first_global_vias = 1973

[clock_tree]
cts.repair.resized = 0
cts-buffers-inserted = 5
cts_hold_buffers = 0
post_cts.repair.setup_buffers = 0
bufs_on_longest_clock_path = 2
cts.reportedPaths.clkPinSlew_ps = 70
worst_skew_pair.late_latency_ps = 280
htree_levels = 2
tritoncts = built
cts-root-buf = sky130_fd_sc_hd__clkbuf_8

[worst_hold_path]
holdCritPathClass = reg -> reg

[job]
tool_warnings = 27
max-cap-violations = 0

[pwr]
power.leakage_nw = 1.727
power.ir.vdd_worst_mv = 0.1515
power-per-cell-area_nw_per_um2 = 142.5
finalPower_w = 0.0005593
[metal layers]
| metal | share of wire | track usage |
|---|---|---|
| met4 | 0.0079 | 0.01075 |
| met2 | 0.43 | 0.2179 |
| met5 | 0 | 0 |
| met3 | 0.049 | 0.02921 |
| met1 | 0.52 | 0.2668 |
[sequential cells by signal, indices dropped and copies added (netlist names)]
| signal | flops |
|---|---|
| clk_div5_cnt | 32 |
| clk_cnt | 32 |
| cnt_div5 | 3 |
| clk_div5 | 1 |
[synthesized netlist by cell type]
master,count,share of area
sky130_fd_sc_hd__dfrtp_1,68,0.55
sky130_fd_sc_hd__xnor2_1,43,0.12
sky130_fd_sc_hd__nand3_1,21,0.034
sky130_fd_sc_hd__nand2_1,19,0.023
sky130_fd_sc_hd__nand4_1,18,0.036
sky130_fd_sc_hd__xor2_1,18,0.051
sky130_fd_sc_hd__inv_1,13,0.016
sky130_fd_sc_hd__nor2_1,11,0.013
sky130_fd_sc_hd__nor3_1,11,0.018
sky130_fd_sc_hd__and3_1,7,0.014
sky130_fd_sc_hd__and4_1,6,0.017
sky130_fd_sc_hd__ha_1,5,0.020
sky130_fd_sc_hd__buf_2,4,0.0065
sky130_fd_sc_hd__and2_1,3,0.0061
sky130_fd_sc_hd__buf_6,2,0.0073
sky130_fd_sc_hd__mux2i_1,2,0.0065
sky130_fd_sc_hd__nand4_4,2,0.014
sky130_fd_sc_hd__nand4b_1,2,0.0057
sky130_fd_sc_hd__nor4_2,2,0.0081
sky130_fd_sc_hd__a21oi_1,1,0.0016
sky130_fd_sc_hd__and2_2,1,0.0024
sky130_fd_sc_hd__and4_2,1,0.0032
sky130_fd_sc_hd__nand2_2,1,0.0020
sky130_fd_sc_hd__nand2b_1,1,0.0020
sky130_fd_sc_hd__nand3_2,1,0.0032
sky130_fd_sc_hd__nor3_4,1,0.0053
sky130_fd_sc_hd__nor4_1,1,0.0020
sky130_fd_sc_hd__nor4_4,1,0.0069
sky130_fd_sc_hd__nor4b_1,1,0.0028
[how the worst min path moves through the flow]
stage                 cells after the start  slack [ps]         from          end
after CTS                                 1         480  clk_cnt[31]  clk_cnt[31]
after global routing                      1         500     clk_div5     clk_div5
final                                     1         470  clk_cnt[31]  clk_cnt[31]
[stage by stage]
step                instances    util  area [µm²]
floorplan                 267       -        3093
global placement          428  0.5221        3847
detailed placement        428  0.5221        3847
CTS                       435  0.5326        3925
global route              435  0.5326        3925
finish                    435  0.5326        3925
[power breakdown]
part / total [W] / switching, W / internal, W
combinational: 0.0000134 / 0.0000120 / 0.00000142
sequential: 0.000331 / 0 / 0.000331
clock: 0.000215 / 0.000108 / 0.000108
[cells by family after synthesis]
group                      Yosys count  share of synthesized area
AOI/OAI and AO/OA                    1                   0.001617
xor gates and xnor gates            61                     0.1727
adders and majority gates            5                    0.02023
buffers and inverters               19                    0.02953
DFF                                 68                     0.5502
muxes                                2                   0.006473
and+or+nand+nor                    111                     0.2193
[final cells by class]
cell class | count | area, µm²
clock inverters | 1 | 5.005
well taps | 99 | 123.9
clock buffers | 6 | 72.57
repair buffers | 68 | 673.1
inverters | 13 | 48.80
flip-flops and latches | 68 | 1702
multi-input cells | 180 | 1300
fillers | 653 | 3445
Power figures rest on the tool's default switching activity, not on a simulated workload.
