==> ./design.v <==
module divider7(
    input rst,
    input clk,
    output reg [31:0] v_clk_cnt,
    output reg [31:0] v_nclk_cnt
);
enum {idle,div4,delay1,div5} c_state,n_state;
reg [1:0] cnt_div4;
reg [2:0] clk_div4_cnt;
reg clk_div4;
reg [2:0] cnt_div5;
reg [2:0] clk_div5_cnt;
reg clk_div5;
wire new_clk;
always_ff @ (posedge clk , posedge rst)begin 
    if(rst) begin 
        c_state <= idle;
    end else begin
        c_state <= n_state;
    end
end
always @ (*) begin
    case(c_state)
        idle : begin 
            if(rst)begin
                n_state = idle;
            end else begin 
                n_state = div4;
            end
        end
        div4 : begin 
            if(clk_div4_cnt == 3'd4)begin 
                n_state = div5;
            end else begin
                n_state = div4;
            end
        end
        div5 : begin 
            if((clk_div5_cnt == 3'd5) & (cnt_div5 == 3'd4))begin 
                n_state = div4;
            end else begin 
                n_state = div5;
            end
        end
        default : begin
            n_state = idle;
        end
    endcase
end
always_ff @ (posedge clk , posedge rst)begin 
    if(rst)begin 
        cnt_div4 <= 2'd0;
    end else begin 
        if(c_state == div4)begin 
            cnt_div4 <= cnt_div4 + 2'd1;
        end else begin 
            cnt_div4 <= 2'd0;
        end
    end
end
always_ff @ (posedge clk , posedge rst)begin 
    if(rst) begin 
        clk_div4_cnt <= 3'd0;
    end else begin 
        if(c_state == div4)begin 
            if(cnt_div4 == 2'd3)begin 
                clk_div4_cnt <= clk_div4_cnt + 3'd1;
            end else begin 
                clk_div4_cnt <= clk_div4_cnt;
            end
        end else begin 
            clk_div4_cnt <= 3'd0;
        end
    end
end
always_ff @ (posedge clk , posedge rst)begin
    if(rst) begin
        clk_div4 <= 1'd0;
    end else begin 
        if(c_state == div4)begin
            if((cnt_div4 == 2'd3) | (cnt_div4 == 2'd1)) begin 
                clk_div4 <= !clk_div4;
            end else begin 
                clk_div4 <= clk_div4;
            end
        end else begin
            clk_div4 <= 1'd0;
        end
    end
end
always@(posedge clk , posedge rst)begin
    if(rst) begin
        cnt_div5 <= 3'd0;
    end else begin 
        if(n_state == div5)begin 
            if(cnt_div5 == 3'd4)begin
                cnt_div5 <= 3'd0;
            end else begin 
                cnt_div5 <= cnt_div5 + 3'd1;
            end
        end else begin 
            cnt_div5 <= 3'd0;
        end
    end
end
always@(posedge clk_div5, posedge rst)begin 
    if(rst) begin 
        clk_div5_cnt <= 3'd0;
    end else begin 
        if(c_state == div5)begin 
            clk_div5_cnt <= clk_div5_cnt + 3'd1;
        end else begin 
            clk_div5_cnt <= 3'd0;
        end
    end
end
always_ff @ (posedge clk , posedge rst) begin
    if(rst) begin
        clk_div5 <= 1'd0;
    end else begin 
        if(c_state == div5)begin 
            if((cnt_div5 == 3'd1) | (cnt_div5 == 3'd4)) begin
                clk_div5 <= !clk_div5;
            end else begin 
                clk_div5 <= clk_div5;
            end
        end else begin 
            clk_div5 <= 1'd0;
        end
    end
end
assign new_clk = clk_div4 | clk_div5;
always@(posedge clk,posedge rst)begin 
    if(rst) begin 
        v_clk_cnt <= 32'd0;
    end else begin 
        v_clk_cnt <= v_clk_cnt + 32'd1;
    end
end
always@(posedge new_clk,posedge rst)begin 
    if(rst) begin 
        v_nclk_cnt <= 32'd0;
    end else begin 
        v_nclk_cnt <= v_nclk_cnt + 32'd1;
    end
end
endmodule
==> ./run.sh <==
#!/bin/bash
# OpenROAD 26Q1-2900-gdf79404cd8, Yosys 0.63+post, stock flow scripts
make -C /OpenROAD-flow-scripts/flow DESIGN_CONFIG=/design/flow/config.mk WORK_HOME=/design/flow/orfs finish
==> ./config.mk <==
export PLATFORM = sky130hd
export DESIGN_NAME = divider7
export DESIGN_NICKNAME = divider7
export VERILOG_FILES = /design/flow/design.v
export SDC_FILE = /design/flow/constraint.sdc
export NUM_CORES = 4
export LEC_CHECK = 1
export CORE_UTILIZATION = 30
==> ./constraint.sdc <==
current_design divider7

set clk_period 4.4
set clk_io_pct 0.2

create_clock -name clk0 -period $clk_period [get_ports {clk}]

set non_clock_inputs [all_inputs -no_clocks]
set_input_delay [expr $clk_period * $clk_io_pct] -clock clk0 $non_clock_inputs
set_output_delay [expr $clk_period * $clk_io_pct] -clock clk0 [all_outputs]
==> results.sh <==
# source this file to load flow results
export IMPL_io_buffer_count=65
export IMPL_yosysUniqueCellTypes=31
export IMPL_cts_resized=0
export IMPL_timing_fmax_mhz=465
export IMPL_antenna_left=0
export IMPL_rsz0062_at_grt="false"
export IMPL_num_antenna_cells=0
export IMPL_crit_arrival_ns=1.27
export IMPL_endpoint_kind="output pin"
export IMPL_h_tree_depth=2
export IMPL_antenna_found_initial=0
export IMPL_drt_iter0_drc=129
export IMPL_maxCapViolCount=0
export IMPL_area_delta_synth_final_pct=26.6
export IMPL_power_density_nw_per_um2=174
export IMPL_most_common_cell="dfrtp_1"
export IMPL_startpoint_type="flip-flop"
export IMPL_ios=66
export IMPL_setup_viol=0
export IMPL_tritoncts="yes"
export IMPL_slowest_stage="clkdlybuf4s50_1"
export IMPL_yosysWarnings=1
export IMPL_cpLargestDelayFamily="buffers and inverters"
export IMPL_path_buffers=1
export IMPL_min_path_type="flip-flop to flip-flop"
export IMPL_path_clk_slew_ns=0.06
export IMPL_ys_flop_type="dfrtp_1"
export IMPL_crit_path_max_fanout=7
export IMPL_floorplan_core_util_pct=31.0
export IMPL_routabilityCongestion=0.820
export IMPL_chip_area_um2=12300
export IMPL_untimed_endpoints=67
export IMPL_ys_top_cells_by_count="dfrtp_1, xnor2_1, nand3_1, nand4_1, nand2_1"
export IMPL_min_period_ns=2.15
export IMPL_ys_seq_share_pct=56.1
export IMPL_ys_chip_area_um2=3570
export IMPL_fillCellCount=1111
export IMPL_max_slew_margin_pct=39.8
export IMPL_numCtsBuffers=5
export IMPL_unclocked_regs=35
export IMPL_finalClockPeriodUsage_pct=48.9
export IMPL_crit_type="flip-flop to output pin"
export IMPL_rows=39
export IMPL_drive_above_1_share_pct=4.81
export IMPL_cts_root_buf="clkbuf_16"
export IMPL_crit_path_max_incr_delay_ns=0.52
export IMPL_path_cells="clkdlybuf4s50_1"
export IMPL_worst_ir_drop_vdd_v=0.000195
export IMPL_grt_pass1_vias=2370
export IMPL_report_final_slew_viol_count=0
export IMPL_grt_pass1_wl_um=11400
export IMPL_die_height_um=111
export IMPL_required_ns=3.52
export IMPL_topCellsByArea="dfrtp_1, xnor2_1, nand4_1"
export IMPL_edf_count=0
export IMPL_grt_max_degree=51
export IMPL_holdBufCountCts=0
export IMPL_tightest_slew_ns=0.896
export IMPL_clockBufferDepth=2
export IMPL_ys_cells=304
export IMPL_grt_use_total_pct=11.4
export IMPL_via_per_inst=4.67
export IMPL_netlist_area_leader_share_pct=55.4
export IMPL_vias=2416
export IMPL_status="finished, final reports clean"
export IMPL_wl_per_cell_um=12.6
export IMPL_async_flop_share_pct=100
export IMPL_clk_latency_ns=0.28
export IMPL_setup_tns_ns=0
export IMPL_overflow=0
export IMPL_hold_violations=0
export IMPL_warning_count=30
export IMPL_synth_cell_area_um2=3570
export IMPL_dp_hpwl_um=4630
export IMPL_drt_total_wl_um=6520
export IMPL_post_cts_buffers=0
export IMPL_power_leakage_nw=1.94
export IMPL_firstDrtPassIters=20
export IMPL_avgSynthCellArea_um2=11.7
export IMPL_ys_seq_elements=80
export IMPL_post_place_cells=509
export IMPL_dieWidth_um=111
export IMPL_yosysTopAreaCell="dfrtp_1"
export IMPL_coreArea_um2=11500
export IMPL_finClkSkew_ns=0.00304
export IMPL_drc=0
export IMPL_syn_inst=304
export IMPL_fin_cells=517
routing by layer:
metal  part of all wire, %  wire length, um  track usage [%]  up-vias
met2                    43             2830             17.4       62
met4                  0.80               52            0.991        0
met1                    50             3280             18.4     1170
met3                   5.4              351             2.01        5
met5                     0                0                0        -
li1                      -                -                -     1179
state kept, by name, summed over array words and instances (netlist names):
| name | count |
|---|---|
| v_clk_cnt | 32 |
| clk_div4_cnt | 3 |
| clk_div5 | 1 |
| clk_div5_cnt | 3 |
| cnt_div5 | 3 |
| c_state | 3 |
| v_nclk_cnt | 32 |
| cnt_div4 | 2 |
| clk_div4 | 1 |
power by group:
group,internal [W],switching [W],leakage [nW]
Clock,0.000208,0.000147,0.0706
Sequential,0.000414,0,1.09
Combinational,0.00000147,0.0000141,0.775
Total,0.000623,0.000161,1.94
area by class of cell:
cell class	instances	area, um2	share of cell area (%)
clock buffer	6	129	2.85
clock inverter	2	10.0	0.222
inverter	12	46.3	1.02
multi-input combinational	208	1490	33.0
sequential	80	2000	44.3
tap	143	179	3.96
timing repair buffer	66	658	14.6
logic make-up after synthesis:
group                      after synthesis  share of synthesized area [%]
xor gates and xnor gates                64                           15.7
muxes                                    3                          0.842
DFF                                     80                           56.1
AOI/OAI and AO/OA                        4                          0.877
and+or+nand+nor                        126                           20.5
buffers and inverters                   16                           2.07
adders and majority gates               11                           3.86
path summary, 6_finish.rpt:
kind / slack (ns) / cells after the start / start / to
max: 2.25 / 1 / v_clk_cnt[16] / v_clk_cnt[16]
max reg2reg: 2.46 / 4 / v_clk_cnt[8] / v_clk_cnt[26]
min: 0.47 / 1 / cnt_div4[0] / cnt_div4[0]
min reg2reg: 0.47 / 1 / cnt_div4[0] / cnt_div4[0]
max in group asynchronous: 2.41 / 3 / rst / cnt_div4[0]
min in group asynchronous: 0.97 / 2 / rst / v_clk_cnt[10]
worst register-to-register path, stage by stage (launching register included):
cell     delay (ns)
dfrtp_1        0.44
nand3_2        0.15
nor4_4         0.83
nand4_1        0.23
xnor2_1        0.18
placed cells by master, fill, tap and decap left out:
cell / count
a211oi_1: 1
a221o_1: 1
a32oi_1: 1
and2_1: 3
and3_1: 14
and4_1: 5
buf_4: 1
clkbuf_1: 1
clkbuf_16: 5
clkdlybuf4s50_1: 65
clkinv_2: 3
dfrtp_1: 79
dfstp_2: 1
ha_1: 11
inv_1: 11
mux2i_1: 3
nand2_1: 21
nand3_1: 26
nand3_2: 2
nand4_1: 23
nand4b_1: 4
nor2_1: 13
nor2_2: 2
nor2b_1: 4
nor3_1: 3
nor3_4: 2
nor4_1: 1
nor4_4: 1
o21ai_0: 1
or2_2: 1
or3_1: 1
xnor2_1: 53
xor2_1: 11
stage by stage:
stage	hold slack [ns]	worst slack [ns]	total power, W	util [%]	area (um2)
after floorplan	0.424	1.42	0.000432	-	3570
after global placement	0.456	1.94	0.000438	38.0	4380
after CTS	0.478	2.21	0.000799	39.2	4520
after global routing	0.490	2.13	0.000821	39.2	4520
final	0.466	2.25	0.000784	39.2	4520
after detailed placement	0.465	1.90	0.000438	38.0	4380
Power figures rest on the tool's default switching activity, not on a simulated workload.
