==> flow/design.v <==
module divider6(
           input clk,
           input rst,
           output reg [32-1:0] clk_div_cnt,
           output reg [32-1:0] clk_cnt
       );
reg [32-1:0] cnt;
reg clk_div;
always@(posedge clk,posedge rst)
begin
    if(rst)
    begin
        cnt <= 32'd0;
    end
    else
    begin
        cnt <= cnt + 32'd1288490189;
    end
end
always@(posedge clk , posedge rst)
begin
    if(rst)
    begin
        clk_div <= 1'd0;
    end
    else
    begin
        if(cnt <= 32'd2147483648)
        begin
            clk_div <= 1'd0;
        end
        else if(cnt > 32'd2147483648)
        begin
            clk_div <= 1'd1;
        end
    end
end
always@(posedge clk_div, posedge rst)
begin
    if(rst)
    begin
        clk_div_cnt <= 32'd0;
    end
    else
    begin
        clk_div_cnt <= clk_div_cnt + 32'd1;
    end
end
always@(posedge clk, posedge rst)
begin
    if(rst)
    begin
        clk_cnt <= 32'd0;
    end
    else
    begin
        clk_cnt <= clk_cnt + 32'd1;
    end
end
endmodule
==> flow/run.sh <==
#!/bin/bash
# OpenROAD 26Q1-2900-gdf79404cd8, Yosys 0.63+post, stock flow scripts
make -C /OpenROAD-flow-scripts/flow DESIGN_CONFIG=/design/flow/config.mk WORK_HOME=/design/flow/orfs finish
==> flow/config.mk <==
export PLATFORM = sky130hd
export DESIGN_NAME = divider6
export DESIGN_NICKNAME = divider6
export VERILOG_FILES = /design/flow/design.v
export SDC_FILE = /design/flow/constraint.sdc
export NUM_CORES = 4
export LEC_CHECK = 1
export CORE_UTILIZATION = 40
==> flow/constraint.sdc <==
current_design divider6

set clk_period 7.2
set clk_io_pct 0.2

create_clock -name clk0 -period $clk_period [get_ports {clk}]

set non_clock_inputs [all_inputs -no_clocks]
set_input_delay [expr $clk_period * $clk_io_pct] -clock clk0 $non_clock_inputs
set_output_delay [expr $clk_period * $clk_io_pct] -clock clk0 [all_outputs]
==> results.toml <==
# physical design summary
[floorplan]
chipWidth_um = 107
core_sq_um = 10800
die_h_um = 107
io_pins = 66
die-area_sq_um = 11500
rows = 38
fp-utilization_pct = 40.9

[route]
drc = 0
first_pass_iters = 4
wl_per_cell_um = 13.1
routed.top_layer = "met4"
diodes = 0
wl_mm = 7.87
antenna_left = 0
drt-met1-wl_mm = 3.93
wl_met2_mm = 3.54
routed-wl-met3_um = 308
vias = 2961
vias_per_cell = 4.94
dr.first_iter.drc_count = 146

[synthesis]
ys_sh_simple_pct = 18.4
ys_ff = 97
ys_types = 53
synth_warnings = 1
ys_seq_share_pct = 54.8
ys_chip_area_sq_um = 4430
topCellsByArea = "dfrtp_1 (55%), xnor2_1 (10%), xor2_1 (7.1%)"
async_reset_ff_share_pct = 100
avgSynthCellArea_sq_um = 11.6
common_cells = "dfrtp_1 (97), xnor2_1 (51), xor2_1 (36), nand2_1 (33), nand3_1 (26)"
xor_area_share_pct = 17.6
top_cell = "dfrtp_1"
yosys.area.top_type_share_pct = 54.8
adder_share_pct = 1.13
topCombFamilyByArea = "simple AND/OR/NAND/NOR gates"
aoi_share_pct = 6.58
ff_type = "dfrtp_1"
top_area_cell = "dfrtp_1"
mux_share_pct = 0
synth-edff-count = 0
syn_inst = 381
netlist_area_sq_um = 4430
ys_cells = 381

[timing]
final-setup-viol-count = 0
rsz0062_at_grt = "false"
setup_tns_ns = 0
period_needed_ns = 2.74
unclocked_pins = 32
relSlewSlack_pct = 45.4
fin_skew_ns = 0.0121
finalMaxSlewViolations = 0
worst_pin_slew_ns = 0.819
untimed_endpoints = 64
finalCritPeriodShare_pct = 38.1
max_freq_ghz = 0.365
hold_violations = 0

[cells_and_area]
regArea_sq_um = 2430
fin_util_pct = 50.4
area.combinational_sq_um = 1940
drive_gt1_share_pct = 8.70
areaGrowthSynthToFinish_pct = 23.2
fill_cells = 956

[run]
maxCapViolations = 0
warnings = 26

[worst_setup_path]
cp_slowest_cell = "clkdlybuf4s50_1"
critPathMaxFanout = 5
cp.arrival_ns = 1.30
critPathKind = "reg -> out"
end_kind = "primary output"
worstPathRequired_ns = 5.76
crit_buf_inv = 1
crit_path_cell_trace = "clkdlybuf4s50_1"
critPathTopFamily = "buffers and inverters"
slowest_delay_ns = 0.51
crit_path_start_kind = "flop"

[clocking]
clock_latency_ns = 0.33
path_clk_slew_ns = 0.07
cts.hold.buffers_added = 0
htreeDepth = 3
cts_buffer_depth = 2
cts_root_buf = "clkbuf_8"
tritoncts.num_buffers = 9
cts_resized = 0
cts_tree = "done"
cts_setup_buffers = 0

[grt]
grt_pass1_vias = 2930
grt_max_degree = 61
grt_first_pass_wirelength_mm = 13.9
track_usage_pct = 15.3
antenna_found_initial = 0
overflow = 0

[placement]
io_buffers = 65
gp_congestion = 0.788
dp_hpwl_mm = 5.66

[pwr]
leakage_uw = 0.00241
vdd_drop_max_v = 0.0000981
pwr_density_cell_nw_per_um2 = 127

[hold_path]
hold_class = "reg -> reg"

[outcome]
status = "completed"
## report_power, final
| part | switching (uW) | internal [uW] | leakage, uW |
|---|---|---|---|
| Clock | 130 | 188 | 0.000107 |
| Sequential | 0 | 365 | 0.00127 |
| Combinational | 10.2 | 0.939 | 0.00104 |
## layout make-up
| class | count | area share [%] |
|---|---|---|
| clock inverter | 2 | 0.641 |
| timing repair buffer | 66 | 12.0 |
| multi-input combinational | 266 | 35.4 |
| sequential | 97 | 44.4 |
| clock buffer | 14 | 3.16 |
| tap | 140 | 3.21 |
| inverter | 15 | 1.08 |
## worst paths after layout
path                            start          end  slack (ns)  depth (start not counted)
max                        clk_cnt[6]   clk_cnt[6]        4.46                          1
min                        clk_cnt[0]   clk_cnt[0]        0.47                          1
max reg2reg                    cnt[0]      cnt[20]        5.19                          6
min reg2reg                clk_cnt[0]   clk_cnt[0]        0.47                          1
max in group asynchronous         rst      cnt[29]        4.66                          3
min in group asynchronous         rst  clk_cnt[22]        1.60                          2
## metal layers
metal,up-vias,track usage [%]
met4,0,2.05
met3,7,2.10
met1,1422,24.7
met5,-,0
met2,61,23.7
li1,1471,-
## state kept, by name, summed over array words and instances, names as in the netlist
register,cells
clk_div,1
clk_cnt,32
clk_div_cnt,32
cnt,32
## metrics by stage
step / hold slack, ns / setup WS (ns) / std cells / instance area [sq um] / power (uW)
CTS: 0.481 / 4.45 / 600 / 5460 / 704
global placement: 0.459 / 4.21 / 584 / 5260 / 384
global route: 0.503 / 4.40 / 600 / 5460 / 720
floorplan: 0.414 / 3.23 / 381 / 4430 / 380
finish: 0.467 / 4.46 / 600 / 5460 / 694
detailed placement: 0.467 / 4.21 / 584 / 5260 / 384
## layout by cell type (no fill, tap or decap), types with 2 or more instances in the layout
cell | netlist | routed
dfrtp_1 | 97 | 97
clkdlybuf4s50_1 | 0 | 65
xnor2_1 | 51 | 51
xor2_1 | 36 | 36
nand2_1 | 33 | 33
nand3_1 | 26 | 26
nor2_1 | 23 | 23
inv_1 | 15 | 14
clkbuf_8 | 0 | 12
nand4_1 | 11 | 11
and3_1 | 8 | 8
nor3_1 | 7 | 7
nor4_1 | 5 | 5
and4_1 | 4 | 4
a21oi_1 | 4 | 4
a31oi_1 | 4 | 4
ha_1 | 4 | 4
and2_1 | 3 | 3
nor3_2 | 3 | 3
o21ai_0 | 3 | 3
nand4_2 | 2 | 2
nor4_4 | 2 | 2
nand3b_1 | 2 | 2
and3_4 | 2 | 2
or2_2 | 2 | 2
o211ai_4 | 2 | 2
nor2b_1 | 2 | 2
o31ai_1 | 2 | 2
clkbuf_1 | 1 | 2
## logic make-up (layout without fill, tap and decap cells)
kind of cell    after synthesis  after routing
simple gates                142            142
flops                        97             97
xor+xnor                     88             88
compound gates               32             32
buf+inv                      18             97
fa+ha+maj                     4              4
Power is estimated from default activity; no workload was simulated.
